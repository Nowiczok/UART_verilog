**config.mk**
```make
export PLATFORM = sky130hd
export DESIGN_NAME = top
export DESIGN_NICKNAME = top
export VERILOG_FILES = /design/flow/design.v
export SDC_FILE = /design/flow/constraint.sdc
export NUM_CORES = 4
export LEC_CHECK = 1
export CORE_UTILIZATION = 40
```
**constraint.sdc**
```tcl
current_design top

set clk_period 3.7
set clk_io_pct 0.2

create_clock -name clk0 -period $clk_period [get_ports {CLK}]

set non_clock_inputs [all_inputs -no_clocks]
set_input_delay [expr $clk_period * $clk_io_pct] -clock clk0 $non_clock_inputs
set_output_delay [expr $clk_period * $clk_io_pct] -clock clk0 [all_outputs]
```
**run.sh**
```bash
#!/bin/bash
# OpenROAD 26Q1-2900-gdf79404cd8, Yosys 0.63+post, stock flow scripts
make -C /OpenROAD-flow-scripts/flow DESIGN_CONFIG=/design/flow/config.mk WORK_HOME=/design/flow/orfs finish
```
**design.v**
```verilog
module UART_RX
	(
		input CLK,
		input RESET,
		input RX,
		output reg[7:0] DATA,
		output reg NEW_DATA
	);
	parameter wait_period = 1250;   
	parameter[3:0] idle=4'd0, bit_0=4'd1, bit_1=4'd2, bit_2=4'd3, bit_3=4'd4, bit_4=4'd5, bit_5=4'd6, bit_6=4'd7, bit_7=4'd8, output_data=4'd9;  
	integer counter = 0;
	integer timer = 0;
	reg[3:0] state = 0;
	reg[3:0] next_state = 0;
	reg [7:0] data_rx;
	reg enable_rx;
	reg[3:0] edge_buff = 4'b1111;
	always @ (posedge CLK)   
	begin
		edge_buff <= {edge_buff[2:0], RX};
		if(edge_buff == 4'b1100)
			enable_rx <= 1;
		else if(state == output_data)
			enable_rx <= 0;
	end	
	always @ (posedge CLK)   
	begin
		if(RESET == 1)
		begin
			state <= idle;
		end else
		begin
			counter <= counter + 1;	  
			if(timer <= counter)
			begin
				state <= next_state;
				counter <= 0;
			end	
		end
	end
	always @(*)   
	begin
		case(state)		
			idle:
			begin
				if(enable_rx == 1)
				begin
					next_state = bit_0;
					timer = wait_period * 3/2;
				end else
				begin
					next_state = idle;
					timer = 0;
				end
			end
			bit_0:
			begin
				timer = wait_period;
				next_state = bit_1;
			end
			bit_1: 
			begin
				timer = wait_period;  
				next_state = bit_2; 
			end
			bit_2:
			begin
				timer = wait_period;  
				next_state = bit_3; 
			end
			bit_3:
			begin
				timer = wait_period;  
				next_state = bit_4; 
			end
			bit_4:
			begin
				timer = wait_period;  
				next_state = bit_5;  
			end
			bit_5:
			begin
				timer = wait_period;  
				next_state = bit_6; 
			end
			bit_6:
			begin
				timer = wait_period;  
				next_state = bit_7;   
			end
			bit_7:
			begin
				timer = wait_period;
				next_state = output_data;
			end
			output_data:  
			begin
				timer = 0;
				next_state = idle; 
			end
		endcase
	end
	always @(*)	  
	begin
		case(state)		
			idle:
			begin
				NEW_DATA = 0;
			end
			bit_0:
			begin
				if(counter == 0)
					data_rx[0] = RX;
				NEW_DATA = 0;
			end
			bit_1: 
			begin
				if(counter == 0)
					data_rx[1] = RX;
				NEW_DATA = 0; 
			end
			bit_2:
			begin
				if(counter == 0)
					data_rx[2] = RX;
				NEW_DATA = 0; 
			end
			bit_3:
			begin
				if(counter == 0)
					data_rx[3] = RX;
				NEW_DATA = 0; 
			end
			bit_4:
			begin
				if(counter == 0)
					data_rx[4] = RX;
				NEW_DATA = 0;  
			end
			bit_5:
			begin
				if(counter == 0)
					data_rx[5] = RX;
				NEW_DATA = 0; 
			end
			bit_6:
			begin
				if(counter == 0)
					data_rx[6] = RX;
				NEW_DATA = 0;   
			end
			bit_7:
			begin
				if(counter == 0)
					data_rx[7] = RX;
				NEW_DATA = 0;
			end
			output_data:  
			begin
				NEW_DATA = 1;
				DATA <= data_rx;
			end
		endcase
	end
endmodule
module top
	(
	input CLK,
	input RX,
	output wire[7:0] DATA
	);
	wire new_data;
	UART_RX #(.wait_period(1250)) uart(.CLK(CLK), .RESET(0), .RX(RX), .DATA(DATA), .NEW_DATA(new_data));
endmodule
```
==> results.ini <==
[timing]
report.final.hold_viol_count = 0
fmax_achieved_mhz = 422.3
report.final.slew_viol_count = 0
fin_crit_ns = 2.368
clock-skew-final_ns = 0.003205
final.setup.worst_slack_ns = 1.332
count_of_endpoints_without_a_timing_constraint = 35
unclocked_pins = 23
timing.final.setup_violations = 0
worstMarginPinSlew_ns = 0.8460
rsz0062_at_grt = no
period_used_share = 0.6400
relSlewSlack = 0.4316
setup_tns_ns = 0

[job]
total_tool_warning_count = 26
max-cap-violations = 0

[synth]
yosys.area.top_type = sky130_fd_sc_hd__dfxtp_1
synth_cell_type_count = 38
yosys-stat-area_sq_um = 2457
synth_top_flop_cell = sky130_fd_sc_hd__dfxtp_1
enable_flop_cells = 4
topCellsByArea = sky130_fd_sc_hd__dfxtp_1 (30%), sky130_fd_sc_hd__dlxtn_1 (9.2%), sky130_fd_sc_hd__xor2_1 (6.8%)
netlist.top_cell.by_instances = sky130_fd_sc_hd__nor2_1
synth_top_area_share = 0.3014
synth_area_per_cell_sq_um = 9.238
synth-cells-yosys = 266
synth.cells.most_frequent = sky130_fd_sc_hd__nor2_1 (42), sky130_fd_sc_hd__dfxtp_1 (37), sky130_fd_sc_hd__xor2_1 (19)
post_synth_inst_count = 266
synthesis.yosys.warnings = 2
synthArstFlopShare = 0
synthesis.area_sq_um = 2457
ys_ff = 64

[clock_tree]
post_cts_hold_buffer_count = 0
post_cts_setup_repair_buffer_count = 0
clock.latency.late_pin_ns = 0.28
ctsResizeCount = 0
cts_max_path_buffers = 2
cts_tree = yes
numCtsBuffers = 5
path_clk_slew_ns = 0.08
clock_tree.root_cell = sky130_fd_sc_hd__clkbuf_8
cts_max_level = 2

[floorplan]
floorplan.die.width_um = 80.38
fp.dieH_um = 80.38
chipArea_sq_um = 6461
placeableCoreArea_sq_um = 5921
design.portCount = 10
floorplan.initialDensity = 0.4150
fp-row-count = 28

[power]
power_density_nw_per_um2 = 281.7
sequentialPowerShare = 0.614
power_switching_uw = 159.6
total_power_uw = 755.2
peakVddDrop_mv = 0.2290
cell_internal_power_dissipation_uw = 595.6
power.share.clock = 0.369
sw_share = 0.2113
pwr-share-comb = 0.017
p_leak_uw = 0.001056

[drt]
routedWlPerCell_um = 11.76
antenna_violating_nets_post_route = 0
antenna-diode-count = 0
drt_first_iter_violations = 106
routed_wirelength_mm = 4.129
dr.pass1.iters = 4
route.detailed.drc = 0
vias_per_cell = 5.014
dr_total_vias = 1760

[global_route]
grt_first_pass_wirelength_mm = 7.210
grt_max_degree = 36
grt_use_total = 0.1464
grt_antenna_before_repair = 0
first_global_vias = 1606
global_route.overflow_total = 0

[min_path]
hold-path-endpoint = uart.edge_buff[3]$_DFF_P_
worst_hold_path.num_cells = 0
hold_start = uart.edge_buff[2]$_DFF_P_
hold_class = reg2reg

[placement]
dp_hpwl_mm = 2.989
post-place-ws_ns = 1.336
replace_congestion = 0.8614
buffers_on_ports = 9

[cells_and_area]
layout.filler_cells = 553
area_occupied_by_multi_input_gates_sq_um = 1149
drive_above_1_share = 0.04710
area.growth.synth_to_final_pct = 9.114
area.sequential_sq_um = 1206

[worst_setup_path]
timing.critical_path.arrival_ns = 2.29
worstReg2RegStart = uart.counter[5]$_SDFF_PP0_
r2r_slack_ns = 1.33
path_max_fanout = 35
reg2reg_to = uart.state[3]$_DFFE_PP_
worst-endpoint-required_ns = 3.63
timing.reg2reg.worst_path_depth = 6
cp-end-kind = flip-flop
crit_type = reg2reg
worst_setup_path_start_kind = flip-flop

[outcome]
outcome = finished, final reports clean

==> area by class of cell <==
cell class	instances	area share
inverter	13	0.01820
tap	75	0.03500
sequential	64	0.4498
timing repair buffer	10	0.03640
clock buffer	5	0.02566
clock inverter	3	0.006533
multi-input combinational	181	0.4284
==> cells in the final DEF (no fill, tap or decap), drive strengths merged, types with 2 or more instances in the layout <==
cell type / instances
inv: 13
o31ai: 2
nand4b: 2
edfxtp: 4
ha: 11
and4: 6
clkdlybuf4s50: 9
clkinv: 2
nor2: 42
nor4: 8
o21ai: 2
nor3: 7
dlxtn: 15
and3: 2
or3: 2
dlxtp: 8
a21o: 2
nand3: 16
clkbuf: 5
nand2: 14
xor2: 19
nand2b: 3
nor2b: 3
nor4b: 2
dfxtp: 37
a21oi: 4
nand4: 14
xnor2: 12
==> worst max-delay path by stage <==
stage	start	to	slack, ns
4_1_cts	uart.counter[5]$_SDFF_PP0_	uart.state[3]$_DFFE_PP_	1.32
6_report	uart.counter[5]$_SDFF_PP0_	uart.state[3]$_DFFE_PP_	1.33
5_1_grt	uart.counter[5]$_SDFF_PP0_	uart.state[0]$_DFFE_PP_	1.13
==> kinds of logic (layout without fill, tap and decap cells) <==
kind of cell	Yosys count	count (layout)	synth area share
AOI/OAI and AO/OA	14	14	0.03870
xor gates and xnor gates	31	31	0.1105
adders and majority gates	11	11	0.05601
buffers and inverters	21	31	0.04175
DFF	41	41	0.3503
latches	23	23	0.1405
and+or+nand+nor	125	125	0.2622
==> state kept, by name, indices dropped and copies added (netlist names) <==
register,flops
uart.DATA,8
uart.timer,3
uart.data_rx,8
uart.state,4
uart.edge_buff,4
uart.counter,32
uart.next_state,4
uart.enable_rx,1
==> through the flow <==
stage	hold WS, ns	cell area, sq um	std cells	util
2_1_floorplan	0.3308	2457	266	-
3_3_place_gp	0.3358	2595	343	0.4383
3_5_place_dp	0.3434	2595	343	0.4383
4_1_cts	0.3566	2681	351	0.4529
5_1_grt	0.3646	2681	351	0.4529
6_report	0.3573	2681	351	0.4529
==> worst max-delay path, cell delays in order, from the launching register on <==
cell,delay [ns]
sky130_fd_sc_hd__dfxtp_1,0.42
sky130_fd_sc_hd__inv_1,0.08
sky130_fd_sc_hd__ha_1,0.29
sky130_fd_sc_hd__and4_1,0.23
sky130_fd_sc_hd__nand2_1,0.06
sky130_fd_sc_hd__nor4b_1,0.31
sky130_fd_sc_hd__a221o_2,0.61
==> per-layer routing <==
metal / up-vias / global-route usage / share of wire
li1: 935 / - / -
met1: 790 / 0.2273 / 0.52
met2: 27 / 0.2237 / 0.43
met3: 8 / 0.02191 / 0.027
met4: 0 / 0.02679 / 0.019
met5: - / 0 / 0
==> power by group through the flow <==
stage / Combinational, uW / Clock (uW) / Sequential [uW]
finish: 12.7 / 279 / 464
global route: 15.9 / 307 / 465
CTS: 13.2 / 287 / 464
Power and IR drop assume default switching activity.
